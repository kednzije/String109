==> /design/flow/design.v <==
module RegFile (
	input 					wrclk, 
	input 					regwr, 
	input 			[4:0] 	ra, 
	input 			[4:0] 	rb, 
	input 			[4:0] 	rw, 
	input 			[31:0] 	busW, 
	output 	wire 	[31:0] 	busA, 
	output 	wire 	[31:0] 	busB
);
reg [31:0] regs[31:0];
initial begin
	regs[0] = 0;
end
assign busA = regs[ra];
assign busB = regs[rb];
always @(posedge wrclk) begin
	regs[0] <= 0;
	if(regwr && rw != 0) begin
		regs[rw] <= busW;		
	end
end
endmodule  
==> /design/flow/run.sh <==
#!/bin/bash
# OpenROAD 26Q1-2900-gdf79404cd8, Yosys 0.63+post, stock flow scripts
make -C /OpenROAD-flow-scripts/flow DESIGN_CONFIG=/design/flow/config.mk WORK_HOME=/design/flow/orfs finish
==> /design/flow/config.mk <==
export PLATFORM = sky130hd
export DESIGN_NAME = RegFile
export DESIGN_NICKNAME = RegFile
export VERILOG_FILES = /design/flow/design.v
export SDC_FILE = /design/flow/constraint.sdc
export NUM_CORES = 4
export LEC_CHECK = 1
export CORE_UTILIZATION = 30
==> /design/flow/constraint.sdc <==
current_design RegFile

set clk_period 7.3
set clk_io_pct 0.2

create_clock -name clk0 -period $clk_period [get_ports {wrclk}]

set non_clock_inputs [all_inputs -no_clocks]
set_input_delay [expr $clk_period * $clk_io_pct] -clock clk0 $non_clock_inputs
set_output_delay [expr $clk_period * $clk_io_pct] -clock clk0 [all_outputs]
==> metrics.csv <==
stage,metric,value,unit
setup_path,CP Launch Type,primary input,
setup_path,critical path arrival,4.69,ns
grt,total gr overflow,0,
grt,global-route wire length before repair,224000,um
timing,final setup TNS,0,ns
detailed_routing,Iteration-0 DRC Markers,2130,
placed_design,pre-CTS setup slack,1.26,ns
timing,final setup margin,1.15,ns
yosys,Synth async-reset ratio,0,%
grt,largest net degree at the start of global routing,86,
timing,Final setup violation count,0,
power_and_ir_drop,Comb pwr share,9.6,%
floorplan,Initial Util,30.2,%
timing,fin crit share,84.3,%
status,run status,"complete, no violations",
detailed_routing,iteration tally of the first detailed-router pass,6,
floorplan,Die Size,163000,um^2
power_and_ir_drop,Pleak,20.3,nW
detailed_routing,ANT nets after route,0,
timing,fmax,163,MHz
placed_design,Final GP Congestion,0.875,
timing,Slew headroom,35.8,%
yosys,register share after synthesis,62.8,%
timing,Hold Slack,1.56,ns
detailed_routing,via count,31200,
grt,number of global-route vias before repair,32100,
cells_and_area,Top Registers,regs (1024),
flow_run,# Max-Cap Violations,0,
floorplan,row cnt,147,
cts,CTS buffer count,105,
cts,maximum clock path buffer count,3,
floorplan,CORE AREA,160000,um^2
setup_path,Crit path top cell by count,clkdlybuf4s50_1,
yosys,chip area in the Yosys report,48500,um^2
setup_path,CP Cell Sequence,clkdlybuf4s50_1 -> nor2b_4 -> buf_4 -> a21oi_1 -> a31oi_1 -> nand3_1 -> clkdlybuf4s50_1,
power_and_ir_drop,Int Pwr,9.96,mW
detailed_routing,Vias/cell,5.40,
setup_path,crit path to,busB[9],
power_and_ir_drop,power share of the sequential group,50.1,%
yosys,"EDFF count, synth",992,
yosys,Yosys warnings,1,
yosys,"Distinct cells, synth",25,
yosys,most frequent cell after synthesis,mux2i_1,
cts,clk slew on worst S/H paths,0.06,ns
setup_path,Critical Path Sink Type,output pin,
yosys,yosys cell count,3386,
cells_and_area,share of cells above drive strength 1,9.53,%
cts,"Hold-fix buffers, CTS",0,
setup_path,Crit path largest cell delay,0.84,ns
setup_path,"Req. time, crit path",5.84,ns
detailed_routing,drt wl/cell,27.2,um
floorplan,I/O Pins,113,
timing,Final Hold Fails,0,
yosys,Max-area cell share,61.5,%
yosys,Synth Register Bits,1024,
setup_path,Slowest cell on crit path,nor2b_4,
power_and_ir_drop,power share of the clock group,40.4,%
detailed_routing,DRC viols,0,
yosys,Commonest flop,edfxtp_1,
timing,fin. max-slew vios,0,
cts,TritonCTS clock tree,done,
power_and_ir_drop,sw frac,23.9,%
cts,clock sinks,1024,
setup_path,WS Path Type,primary input to output pin,
setup_path,CP top delay family,buffers and inverters,
cells_and_area,largest register by flop count,regs,
placed_design,DP HPWL,88100,um
setup_path,CP Depth,7,
placed_design,port buffer count,112,
min_path,Worst Hold Class,primary input to register,
floorplan,Die X,404,um
setup_path,crit path max fanout,19,
cts,Post-CTS Setup Bufs,0,
flow_run,Log Warnings,26,
power_and_ir_drop,Switch Pwr,3.13,mW
power_and_ir_drop,Design Power,13.1,mW
yosys,synth top area cells,"edfxtp_1, mux2i_1, a22oi_1",
cts,post-cts sizing count,0,
cts,CTS root buffer,clkbuf_16,
floorplan,Die H,404,um
yosys,top cells by count,"mux2i_1, edfxtp_1, nand2_1, nand3_1",
grt,total track usage,20.2,%
cells_and_area,Area Growth Syn to Fin,15.3,%
setup_path,WP buf/inv,3,
yosys,syn_area_per_cell,14.3,um^2
power_and_ir_drop,Max IR drop VDD,0.000200,V
detailed_routing,total detailed-routing wirelength,157000,um
setup_path,origin of the worst setup path,rb[0],
power_and_ir_drop,PwrDens,234,nW/um^2
detailed_routing,Antenna diodes,0,
yosys,biggest area consumer among synthesized cells,edfxtp_1,
cells_and_area,max reg flops,1024,
yosys,Post-Syn Instances,3386,
grt,initial antenna violation count,9,
timing,RSZ-0062 raised after global routing,no,
yosys,Synth Cell Area,48500,um^2
cts,H-tree depth,3,
timing,min Tclk post-route,6.15,ns
timing,Worst Max-Slew Pin Slew,0.961,ns
power by group through the flow:
stage | Combinational, mW | Clock [mW] | Sequential [mW]
6_report | 1.25 | 5.28 | 6.55
5_1_grt | 1.33 | 5.57 | 6.56
4_1_cts | 1.25 | 5.35 | 6.55
placed cells by master (no fill, tap or decap), drive strengths merged, types with 7 or more instances in the layout:
cell / instances
mux2i: 1024
clkbuf: 129
a22o: 128
edfxtp: 992
a22oi: 192
a31oi: 64
dfxtp: 32
bufinv: 8
buf: 142
nand3: 194
nor2: 34
a21oi: 192
inv: 7
nand2: 195
nor3: 64
clkdlybuf4s50: 110
conb: 32
clkinv: 47
cells by family (layout without fill, tap and decap cells):
| logic type | after synthesis | count (layout) | synth area share (%) |
|---|---|---|---|
| and+or+nand+nor | 508 | 508 | 4.74 |
| AOI/OAI and AO/OA | 576 | 576 | 8.10 |
| other | 1 | 32 | 0.00774 |
| buffers and inverters | 253 | 445 | 3.23 |
| DFF | 1024 | 1024 | 62.8 |
| muxes | 1024 | 1024 | 21.1 |
worst min-delay path by stage:
stage	to	cells after the start	from	slack [ns]
CTS	regs[3][21]	2	busW[21]	1.53
global route	regs[3][21]	2	busW[21]	1.56
finish	regs[31][19]	2	busW[19]	1.56
stage by stage:
stage	utilization (%)	std cells	instance area [um^2]
finish	34.8	5769	55900
global route	34.8	5769	55900
CTS	34.8	5769	55900
detailed placement	32.8	5576	52500
global placement	32.8	5576	52500
floorplan	-	3417	48600
layout make-up:
class                      instances  area (um^2)
clock buffer                     129         2750
clock inverter                    64          594
fill                           15400       105000
multi-input combinational       2140        16900
sequential                      1024        30400
tap                             2160         2700
timing repair buffer             252         2520
metal layers:
metal  GRT usage (%)  part of all wire [%]
met5           0.535                  0.11
met4            5.41                   3.4
met3            13.8                    16
met2            30.6                    46
met1            23.6                    35
No activity file was given, so power comes from the tool's default toggle rates.
