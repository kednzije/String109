### design/flow/run.sh
#!/bin/bash
# OpenROAD 26Q1-2900-gdf79404cd8, Yosys 0.63+post, stock flow scripts
make -C /OpenROAD-flow-scripts/flow DESIGN_CONFIG=/design/flow/config.mk WORK_HOME=/design/flow/orfs finish
### design/flow/config.mk
export PLATFORM = sky130hd
export DESIGN_NAME = attendance
export DESIGN_NICKNAME = attendance
export VERILOG_FILES = /design/flow/design.v
export SDC_FILE = /design/flow/constraint.sdc
export NUM_CORES = 4
export LEC_CHECK = 1
export CORE_UTILIZATION = 30
### design/flow/constraint.sdc
current_design attendance

set clk_period 27.3
set clk_io_pct 0.2

create_clock -name clk0 -period $clk_period [get_ports {clk}]

set non_clock_inputs [all_inputs -no_clocks]
set_input_delay [expr $clk_period * $clk_io_pct] -clock clk0 $non_clock_inputs
set_output_delay [expr $clk_period * $clk_io_pct] -clock clk0 [all_outputs]
### design/flow/design.v
module attendance(
	input [127:0] name,
	input clk,
	input rst,
	input [1:0] cmd,
	output reg [127:0] dataout
);
reg [127:0] namexor;
always @(posedge clk) begin
	if(rst) begin
		namexor = 128'h0;
	end else if(cmd == 0) begin
		dataout = namexor;
	end else begin
		namexor = namexor ^ name;
	end
end
endmodule
==> impl_metrics.tcl <==
# collected from the flow reports
set metrics [dict create \
    clk_pin_slew_worst_paths_ns 0.06 \
    htreeDepth 1 \
    min_period_ns 7.344 \
    grt_start_max_net_pins 122 \
    syn_area_um2 10050 \
    grtUsageTotal 0.1338 \
    internal-power_uw 700.7 \
    fin_tns_setup_ns 0 \
    cts_buffer_depth 3 \
    worst_pin_slew_ns 0.7562 \
    worst_ir_drop_vdd_mv 0.04023 \
    ys_warn_count 1 \
    synthTopCellsByCount "128 x dfxtp_1, 128 x edfxtp_1, 128 x nor2_1, 128 x nor2b_1, 118 x mux2_2" \
    syn_to_final_growth_pct 37.82 \
    p_leak_uw 0.005101 \
    gp_congestion 0.7730 \
    path_buffers 3 \
    hold_viol 0 \
    grt_pass1_vias 6417 \
    drc 0 \
    portBuffers 259 \
    synth_cell_types 14 \
    path_class "input pin to register" \
    cpMaxStageDelayCell "buf_4" \
    holdWs_ns 0.4414 \
    p_clk_frac 0.402 \
    cts-resized-gates 0 \
    crit_family "buffers and inverters" \
    drv_slew 0 \
    swShare 0.2166 \
    yosys.stat.seqShare 0.6371 \
    power_density_nw_per_um2 64.55 \
    cts_setup_buffers 0 \
    antenna_found_initial 1 \
    clk-insertion-delay-late_ns 0.54 \
    cts-root-buf "clkbuf_16" \
    async_reset_ff_frac 0 \
    cts.sinks 256 \
    syn_inst 825 \
    crit_top_cell "buf_4" \
    layout-drive-gt1-share 0.1575 \
    start_kind "input pin" \
    maxCapViolCount 0 \
    cts_buffers 28 \
    hpwl_mm 13.71 \
    cts_tree "built" \
    cp.required_ns 27.46 \
    ff_type "edfxtp_1" \
    wl_per_cell_um 14.65 \
    ys_cells 825 \
    tool_warnings 27 \
    row_count 66 \
    slew_headroom 0.4958 \
    period_used_share 0.2690 \
    avgSynthCellArea_um2 12.19 \
    die_y_um 185.1 \
    yosysChipArea_um2 10050 \
    drt-initial-drc-count 272 \
    arrival_ns 7.50 \
    finalSetupViolations 0 \
    firstDrtPassIters 4 \
    die_w_um 185.1 \
    core_um2 32780 \
    outcome "finished clean" \
    postRouteAntennaNets 0 \
    critical_path.max_stage_delay_ns 0.62 \
    worstPathMaxFanout 121 \
    vias 6732 \
    grt_pass1_wl_mm 34.64 \
    critPathCaptureType "register" \
    comb_power_share 0.099 \
    finalClockSkew_ns 0.007286 \
    p_sw_uw 193.8 \
    initCoreUtil 0.3067 \
    wirelength_mm 22.38 \
    hp-class "register to register" \
    top_cell_area_share 0.3823 \
    ioPinCount 260 \
    numSynthFlops 256 \
    crit_path_cell_trace "clkbuf_8 -> nor3_2 -> buf_4 -> buf_4" \
    synth_top_cell_by_area "edfxtp_1" \
    ctsHoldBuffers 0 \
    fillers 2999 \
    regToRegSetupSlack_ns 26.44 \
    edf_count 128 \
    vias_per_cell 4.406 \
    pre_cts_ws_ns 19.37 \
    seqPwrFrac 0.499 \
    rsz0062_at_grt "no" \
    setup_ws_ns 19.96 \
    grt.overflow.total 0 \
    die_area_um2 34250 \
    max_freq_ghz 0.1362 \
    n_antenna_cell 0 \
    top_cells_by_area "edfxtp_1 38%, dfxtp_1 25%, mux2_2 13%" \
]
worst paths after layout:
| kind | start | to | depth (start not counted) |
|---|---|---|---|
| min | namexor[51] | dataout[51] | 0 |
| max | rst | dataout[102] | 4 |
| max reg2reg | namexor[28] | namexor[28] | 2 |
| min reg2reg | namexor[51] | dataout[51] | 0 |
metal layers:
| metal | vias up | share of wire | track usage |
|---|---|---|---|
| met1 | 3141 | 0.43 | 0.1967 |
| met5 | - | 0 | 0 |
| met4 | 0 | 0.020 | 0.02314 |
| met2 | 212 | 0.44 | 0.1992 |
| li1 | 3342 | - | - |
| met3 | 37 | 0.10 | 0.04749 |
kinds of logic (layout without fill, tap and decap cells):
logic type,count (synthesis),count (layout),synth area share
AND-OR/OR-AND,128,128,0.06371
buffers and inverters,56,317,0.02787
flip-flops,256,256,0.6371
multiplexers,128,128,0.1434
AND/OR/NAND/NOR,257,257,0.1279
state kept, by name (all words and copies together), names as in the netlist:
signal	flops
namexor	128
dataout	128
final cells by class:
type,count,area [µm²],area share
clock inverter,9,72.57,0.005237
multi-input combinational,513,3373,0.2434
timing repair buffer,267,2651,0.1913
clock buffer,41,800.8,0.05779
tap,442,553.0,0.03991
sequential,256,6406,0.4623
cell usage in the layout, fill, tap and decap left out, types with 29 or more instances in the layout:
cell / n
mux2_2: 118
edfxtp_1: 128
nor2b_1: 128
dfxtp_1: 128
nor2_1: 128
clkdlybuf4s50_1: 256
o21ai_1: 42
o21ai_0: 86
clkbuf_16: 29
stage by stage:
| stage | power, µW | utilization | std cells | area (µm²) |
|---|---|---|---|---|
| after global placement | 541.7 | 0.3960 | 1478 | 12980 |
| after floorplan | 502.8 | - | 825 | 10050 |
| after CTS | 908.5 | 0.4227 | 1528 | 13860 |
| after global routing | 936.4 | 0.4227 | 1528 | 13860 |
| final | 894.5 | 0.4227 | 1528 | 13860 |
| after detailed placement | 544.2 | 0.3960 | 1478 | 12980 |
power by group through the flow:
stage	sequential, µW	combinational, µW	clock [µW]
6_report	446	88.6	360
5_1_grt	450	98.3	388
4_1_cts	446	90.4	372
No activity file was given, so power comes from the tool's default toggle rates.
